[flow/config.mk]
export PLATFORM = sky130hd
export DESIGN_NAME = dffsync
export DESIGN_NICKNAME = dffsync
export VERILOG_FILES = /design/flow/design.v
export SDC_FILE = /design/flow/constraint.sdc
export NUM_CORES = 4
export LEC_CHECK = 1
export CORE_AREA = 10 10 78 78
export DIE_AREA = 0 0 88 88
[flow/constraint.sdc]
current_design dffsync

set clk_period 1.0
set clk_io_pct 0.2

create_clock -name clk0 -period $clk_period [get_ports {clk}]

set non_clock_inputs [all_inputs -no_clocks]
set_input_delay [expr $clk_period * $clk_io_pct] -clock clk0 $non_clock_inputs
set_output_delay [expr $clk_period * $clk_io_pct] -clock clk0 [all_outputs]
[flow/design.v]
module dffsync #(
    parameter width =18 
) (
    input [width-1:0]d,input clk , enable , rst , output reg [width-1:0]q
);
    always @(posedge clk ) begin
        if(rst)
        q<=0;
        else
        if(enable)
        q<=d;
    end
endmodule
[flow/run.sh]
#!/bin/bash
# OpenROAD 26Q1-2900-gdf79404cd8, Yosys 0.63+post, stock flow scripts
make -C /OpenROAD-flow-scripts/flow DESIGN_CONFIG=/design/flow/config.mk WORK_HOME=/design/flow/orfs finish
==> flow_metrics.env <==
# flow metrics
export IMPL_cts_buffers=3
export IMPL_min_to="q[10]$_SDFFE_PP0P_"
export IMPL_crit_type="reg2out"
export IMPL_first_iter_violations=27
export IMPL_dpl_instance_area_um2=1094
export IMPL_top_regs="q x18"
export IMPL_min_from="q[10]$_SDFFE_PP0P_"
export IMPL_stdcell_area_um2=1187
export IMPL_rows=24
export IMPL_antenna_cells=0
export IMPL_fin_setup_tns_ns=0
export IMPL_fp_dieW_um=88
export IMPL_slew_violations=0
export IMPL_avgRoutedWirePerCell_um=12.73
export IMPL_tightest_slew_ns=0.1529
export IMPL_top_register="q"
export IMPL_ys_area_um2=649.4
export IMPL_reg2reg_to="q[13]$_SDFFE_PP0P_"
export IMPL_drt_total_wl_mm=1.922
export IMPL_dp_hpwl_mm=1.382
export IMPL_power_switching_mw=0.3426
export IMPL_synth_edff_count=0
export IMPL_overflow=0
export IMPL_drc=0
export IMPL_rsz0062_at_grt="false"
export IMPL_startpoint_type="register"
export IMPL_hp_class="reg2reg"
export IMPL_fill_cells=437
export IMPL_synth_area_top_cells="dfxtp_1 55%, mux2i_1 28%, nor2_1 10%"
export IMPL_port_buffers=38
export IMPL_place_congestion=0.6848
export IMPL_p_total_mw=1.643
export IMPL_fin_ws_ns=0.03193
export IMPL_swShare_pct=20.86
export IMPL_r2r_setup_slack_ns=0.38
export IMPL_drtPass1Iterations=4
export IMPL_outcome="complete, no violations"
export IMPL_core_area_um2=4414
export IMPL_chipHeight_um=88
export IMPL_grt_pass1_vias=598
export IMPL_place_ws_ns=-0.3012
export IMPL_cts_htree_levels=1
export IMPL_root_buffer="clkbuf_8"
export IMPL_avgSynthCellArea_um2=11.20
export IMPL_synth_warnings=1
export IMPL_clockBufferDepth=2
export IMPL_p_int_mw=1.300
export IMPL_slew_headroom_pct=89.52
export IMPL_async_flop_share_pct=0
export IMPL_min_delay_path_depth=2
export IMPL_p_leak_nw=0.5225
export IMPL_grt_max_degree=19
export IMPL_clock_fmax_mhz=1033
export IMPL_clkSinkCount=18
export IMPL_common_cells="18 x dfxtp_1, 18 x mux2i_1, 18 x nor2_1"
export IMPL_synthToLayoutAreaGrowth_pct=82.85
export IMPL_final_layout_size_suffix_gt1_share_pct=28.28
export IMPL_synth_stat_cells=58
export IMPL_cp_max_fo=2
export IMPL_yosys_area_top_type="dfxtp_1"
export IMPL_crit_family="flip-flops"
export IMPL_setup_violations=0
export IMPL_synth_cells=58
export IMPL_finalCritPeriodShare_pct=96.81
export IMPL_worst_path_buf_inv=1
export IMPL_fp_util_pct=14.71
export IMPL_vias=538
export IMPL_period_needed_ns=0.9681
export IMPL_rr_worst_depth=2
export IMPL_ant_nets=0
export IMPL_p_seq_share_pct=48.0
export IMPL_power_frac_clock_pct=36.3
export IMPL_antenna_found_initial=0
export IMPL_hold_violations=0
export IMPL_irDropWorstVdd_v=0.0008047
export IMPL_die_area_um2=7744
export IMPL_drt_vias_per_instance=3.563
export IMPL_clock_skew_ns=0
export IMPL_r2r_start="q[13]$_SDFFE_PP0P_"
export IMPL_io_pins=39
export IMPL_tool_warnings=25
export IMPL_grt_pass1_wl_mm=2.994
export IMPL_synthFlopType="dfxtp_1"
export IMPL_track_usage_pct=4.967
export IMPL_cts_tree="built"
export IMPL_cp_slowest_cell="dfxtp_2"
export IMPL_clk_latency_ns=0.25
export IMPL_comb_power_share_pct=15.7
export IMPL_clk_pin_slew_ns=0.07
export IMPL_yosys_stat_seqShare_pct=55.49
export IMPL_crit_path_end_kind="output port"
export IMPL_slowest_delay_ns=0.33
export IMPL_cp_data_arrival_time_ns=0.77
export IMPL_synthesis_area_um2=649.4
export IMPL_cp_cell_sequence="clkdlybuf4s15_1"
export IMPL_largest_register_ffs=18
export IMPL_top_cell_area_share_pct=55.49
export IMPL_ys_ff=18
export IMPL_power_per_cell_area_nw_per_um2=1384
export IMPL_max_cap_viol_count=0
export IMPL_cp_data_required_time_ns=0.80
export IMPL_synth_cell_types=7
==> cells by family (layout without fill, tap and decap cells) <==
kind of cell  Yosys count  after routing  share of synthesized area (%)
buf+inv                 4             45                          6.357
flops                  18             18                          55.49
mux                    18             18                          27.75
simple gates           18             18                          10.40
==> power by group through the flow <==
stage                 Clock (mW)  Combinational (mW)  Sequential [mW]
after CTS                  0.639               0.267            0.788
final                      0.597               0.258            0.788
after global routing       0.672               0.284            0.793
==> cell type report <==
class                   instances  area, um^2  area share (%)
multi-input cells              36       247.7           20.86
well taps                      52       65.06           5.479
clock buffers                   4       55.05           4.636
repair buffers                 41       436.7           36.78
flip-flops and latches         18       382.9           32.24
==> cells in the final DEF (no fill, tap or decap) <==
| cell | instances |
|---|---|
| clkdlybuf4s15_1 | 15 |
| nor2_1 | 18 |
| dlygate4sd2_1 | 1 |
| clkdlybuf4s50_1 | 19 |
| bufbuf_16 | 1 |
| dfxtp_2 | 18 |
| clkbuf_8 | 4 |
| mux2i_1 | 18 |
| buf_12 | 2 |
| clkbuf_2 | 3 |
==> stage by stage <==
stage	hold WS (ns)	util (%)	std cells
floorplan	0.3468	-	58
global placement	0.4718	24.77	146
detailed placement	0.4851	24.77	146
CTS	0.4931	27.24	151
global route	0.5108	26.90	151
finish	0.4847	26.90	151
==> how the worst max path moves through the flow <==
stage / start / endpoint / slack (ns) / depth (start not counted)
4_1_cts: q[12]$_SDFFE_PP0P_ / q[12] / 0.02 / 1
5_1_grt: q[4]$_SDFFE_PP0P_ / q[4] / 0.002 / 1
6_report: q[5]$_SDFFE_PP0P_ / q[5] / 0.03 / 1
==> layer usage <==
layer | global-route usage, % | wire (um)
met1 | 5.879 | 821
met4 | 0.2899 | 0
met3 | 2.806 | 258
met2 | 8.069 | 843
met5 | 0 | 0
==> worst min-delay path: cells and delay by family (launching register included) <==
family        cells  cell delay, ns
mux               1            0.06
flops             1            0.33
simple gates      1            0.07
==> timing repair <==
action,in CTS,in global routing
setup buffers,0,0
cloned,1,0
endpoints found under the setup margin,23,3
hold buffers,0,0
gates resized,55,3
Power is estimated from default activity; no workload was simulated.
