File: flow/design.v
module dffasync #(
    parameter width =18 
) (
    input [width-1:0]d,input clk , enable , rst , output reg [width-1:0]q
);
    always @(posedge clk or posedge rst) begin
        if(rst)
        q<=0;
        else if (enable)
        q<=d;
    end
endmodule
File: flow/run.sh
#!/bin/bash
# OpenROAD 26Q1-2900-gdf79404cd8, Yosys 0.63+post, stock flow scripts
make -C /OpenROAD-flow-scripts/flow DESIGN_CONFIG=/design/flow/config.mk WORK_HOME=/design/flow/orfs finish
File: flow/config.mk
export PLATFORM = sky130hd
export DESIGN_NAME = dffasync
export DESIGN_NICKNAME = dffasync
export VERILOG_FILES = /design/flow/design.v
export SDC_FILE = /design/flow/constraint.sdc
export NUM_CORES = 4
export LEC_CHECK = 1
export CORE_AREA = 10 10 84 84
export DIE_AREA = 0 0 94 94
File: flow/constraint.sdc
current_design dffasync

set clk_period 1.0
set clk_io_pct 0.2

create_clock -name clk0 -period $clk_period [get_ports {clk}]

set non_clock_inputs [all_inputs -no_clocks]
set_input_delay [expr $clk_period * $clk_io_pct] -clock clk0 $non_clock_inputs
set_output_delay [expr $clk_period * $clk_io_pct] -clock clk0 [all_outputs]
==> results.sh <==
# implementation run metrics
export IMPL_status="complete, no violations"
export IMPL_die_h_um=94
export IMPL_yosys_warnings=1
export IMPL_postSynthSeqShare=0.621
export IMPL_cp_start_kind="flop"
export IMPL_syn_avg_cell_area_um2=18.6
export IMPL_portBuffers=38
export IMPL_clk_latency_ns=0.24
export IMPL_cts_tree="built"
export IMPL_place_hpwl_mm=1.56
export IMPL_numCtsBuffers=3
export IMPL_yosysChipArea_um2=726
export IMPL_hold_class="primary input to async pin"
export IMPL_synth_cell_types=6
export IMPL_cts_clk_slew_worst_paths_ns=0.06
export IMPL_placed_cells=153
export IMPL_period_needed_ns=0.983
export IMPL_regArea_um2=450
export IMPL_openroad_warnings=27
export IMPL_top_area_cell="dfrtp_1"
export IMPL_hold_buffers=0
export IMPL_grt_pass1_wl_mm=3.19
export IMPL_min_period_over_period=0.983
export IMPL_largest_reg_flops=18
export IMPL_diodes=0
export IMPL_cp_data_arrival_time_ns=1.11
export IMPL_rows=26
export IMPL_fp_util=0.139
export IMPL_endpoint_kind="flop"
export IMPL_chip_area_um2=8840
export IMPL_timing_rr_start="q[9]"
export IMPL_cts_buffer_depth=2
export IMPL_core_area_um2=5200
export IMPL_grt_pass1_vias=606
export IMPL_dr_pass1_iters=2
export IMPL_ys_async_sr_fraction=1.00
export IMPL_synthCells=39
export IMPL_worst_slew_pin_slew_ns=0.204
export IMPL_areaGrowthSynthToFinish_pct=80.3
export IMPL_maxSlewViolCount=0
export IMPL_ys_flops=18
export IMPL_cts_root_buffer="clkbuf_8"
export IMPL_ios=39
export IMPL_rsz0062_at_grt="yes"
export IMPL_finalSetupViolations=0
export IMPL_reg2reg_depth=3
export IMPL_fillCellCount=559
export IMPL_fin_tns_setup_ns=0
export IMPL_clock_skew_ns=0
export IMPL_wl_per_cell_um=11.7
export IMPL_antenna_found_initial=0
export IMPL_synthTopCellsByArea="dfrtp_1 (62%), mux2_4 (21%), mux2_2 (12%)"
export IMPL_slew_headroom=0.864
export IMPL_yosys_top_cells_count="dfrtp_1 (18), mux2_4 (10), mux2_2 (8)"
export IMPL_wl_mm=1.94
export IMPL_grt_util_all_layers=0.0460
export IMPL_htreeDepth=1
export IMPL_place_gp_congestion=0.694
export IMPL_crit_start="q[9]"
export IMPL_ir_worst_vdd_mv=0.612
export IMPL_cp_data_required_time_ns=1.13
export IMPL_crit_type="flop to flop"
export IMPL_setup_ws_ns=0.0174
export IMPL_edf_count=0
export IMPL_syn_cell_area_um2=726
export IMPL_finalHoldViolCount=0
export IMPL_placed_cell_area_um2=1250
export IMPL_final_area_um2=1310
export IMPL_ys_cells=39
export IMPL_top_regs="q (18)"
export IMPL_place_ws_ns=-0.374
export IMPL_max_freq_ghz=1.02
export IMPL_ant_nets=0
export IMPL_drc_errors=0
export IMPL_cp_max_fo=2
export IMPL_instances_no_fill=166
export IMPL_ff_type="dfrtp_1"
export IMPL_yosys_area_top_type_share=0.621
export IMPL_grt_max_degree=14
export IMPL_powerDensity_nw_per_um2=1360
export IMPL_hold_slack_ns=0.276
export IMPL_leakage_nw=0.616
export IMPL_drt_vias_per_instance=3.08
export IMPL_vias=511
export IMPL_grt_ovfl_total=0
export IMPL_drt_iter0_markers=1
export IMPL_top_cell="dfrtp_1"
export IMPL_drive_above_1_share=0.594
export IMPL_die_x_um=94
export IMPL_cts_sinks=18
export IMPL_cap_violations=0
export IMPL_comb_area_um2=240
export IMPL_largest_register="q"
## cell type report
| type | count | share of cell area |
|---|---|---|
| inverters | 1 | 0.00287 |
| multi-input cells | 18 | 0.184 |
| flip-flops and latches | 18 | 0.344 |
| well taps | 70 | 0.0669 |
| repair buffers | 55 | 0.360 |
| clock buffers | 4 | 0.0421 |
## cell families (layout without fill, tap and decap cells)
logic type | count (synthesis) | count (layout) | share of synthesized area
flip-flops | 18 | 18 | 0.621
multiplexers | 18 | 18 | 0.331
buffers and inverters | 3 | 60 | 0.0483
## per-layer routing
layer	part of all wire	vias up	global-route usage
li1	-	248	-
met1	0.49	229	0.0601
met2	0.37	34	0.0645
met3	0.14	0	0.0323
met4	0	0	0
met5	0	-	0
## through the flow
step	util	power (mW)
floorplan	-	0.963
global placement	0.240	1.25
detailed placement	0.240	1.25
CTS	0.250	1.82
global route	0.251	1.91
finish	0.251	1.79
## cells in the final DEF (no fill, tap or decap)
cell	count
inv_1	1
buf_4	13
clkdlybuf4s50_1	19
mux2_2	8
bufbuf_16	1
clkbuf_8	4
dfrtp_1	18
buf_2	16
buf_6	1
mux2_4	10
clkbuf_2	2
buf_12	2
clkdlybuf4s15_1	1
## path summary, 6_finish.rpt
| path | to | slack (ns) |
|---|---|---|
| setup / recovery | q[9] | 0.02 |
| hold / removal | q[17] | 0.28 |
| setup reg to reg | q[9] | 0.02 |
| hold reg to reg | q[15] | 0.50 |
| max in group asynchronous | q[2] | 0.61 |
| min in group clk0 | q[15] | 0.50 |
## worst max-delay path, stage by stage (launching register included)
cell     delay, ns
dfrtp_1       0.37
buf_4         0.13
buf_4         0.12
mux2_4        0.25
## repair_timing
item | in CTS | in global routing
endpoints found under the setup margin | 36 | 2
gates resized | 56 | 3
endpoints found under the hold margin | 0 | 0
gates cloned | 1 | 0
buffers inserted | 6 | 2
## power by group
part | leakage (nW) | internal [mW] | switching [mW]
Clock | 0.0288 | 0.349 | 0.212
Combinational | 0.376 | 0.294 | 0.0947
Sequential | 0.210 | 0.802 | 0.0349
Power is estimated from default activity; no workload was simulated.
